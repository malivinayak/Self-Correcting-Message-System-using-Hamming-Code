$ cat design/flow/config.mk
export PLATFORM = sky130hd
export DESIGN_NAME = vinayak_hamming_decoder
export DESIGN_NICKNAME = vinayak_hamming_decoder
export VERILOG_FILES = /design/flow/design.v
export SDC_FILE = /design/flow/constraint.sdc
export NUM_CORES = 4
export LEC_CHECK = 1
export CORE_AREA = 10 10 70 70
export DIE_AREA = 0 0 80 80
$ cat design/flow/constraint.sdc
current_design vinayak_hamming_decoder

set clk_period 1.4
set clk_io_pct 0.2

create_clock -name clk0 -period $clk_period

set non_clock_inputs [all_inputs -no_clocks]
set_input_delay [expr $clk_period * $clk_io_pct] -clock clk0 $non_clock_inputs
set_output_delay [expr $clk_period * $clk_io_pct] -clock clk0 [all_outputs]
$ cat design/flow/design.v
module vinayak_hamming_decoder(
    input [15:0] data_in,
    output parity,
    output [3:0] p,
    output [10:0] data
    );
    assign p[0] = data_in[1] ^ data_in[3] ^ data_in[5] ^ data_in[7] ^ data_in[9] ^ data_in[11]  ^ data_in[13]  ^ data_in[15];
    assign p[1] = data_in[2] ^ data_in[3] ^ data_in[6] ^ data_in[7] ^ data_in[10] ^ data_in[11] ^ data_in[14] ^ data_in[15];
    assign p[2] = data_in[4] ^ data_in[5] ^ data_in[6] ^ data_in[7] ^ data_in[12] ^ data_in[13] ^ data_in[14] ^ data_in[15];
    assign p[3] = data_in[8] ^ data_in[9] ^ data_in[10] ^ data_in[11] ^ data_in[12] ^ data_in[13] ^ data_in[14] ^ data_in[15];
    assign parity = data_in[0] ^ data_in[1] ^ data_in[2] ^ data_in[3] ^ data_in[4] ^ data_in[5] ^ data_in[6] ^ data_in[7] ^ data_in[8] ^ data_in[9] ^ data_in[10] ^ data_in[11] ^ data_in[12] ^ data_in[13] ^ data_in[14] ^ data_in[15];
    assign data[0] = data_in[3];
    assign data[1] = data_in[5];
    assign data[2] = data_in[6];
    assign data[3] = data_in[7];
    assign data[4] = data_in[9];
    assign data[5] = data_in[10];
    assign data[6] = data_in[11];
    assign data[7] = data_in[12];
    assign data[8] = data_in[13];
    assign data[9] = data_in[14];
    assign data[10] = data_in[15];
endmodule
$ cat design/flow/run.sh
#!/bin/bash
# OpenROAD 26Q1-2900-gdf79404cd8, Yosys 0.63+post, stock flow scripts
make -C /OpenROAD-flow-scripts/flow DESIGN_CONFIG=/design/flow/config.mk WORK_HOME=/design/flow/orfs finish
==> results.cfg <==
; physical design summary
[pwr]
p_leak_uw = 0.000425
p_int_uw = 364
seqPwrFrac = 0
share_clk_of_total_power = 0
ir_worst_vdd_v = 0.000319
switching_power_uw = 148
p_comb_frac = 1.000
switching_share = 0.289
p_per_area_nw_per_um2 = 602

[grt]
grt_max_degree = 4
grt_pass1_vias = 370
grt_pass1_wl_um = 2040
overflow = 0
antenna_found_initial = 0
track_usage = 0.0398

[timing]
rsz0062_at_grt = true
setup_viol = 5
fin_crit_ns = 1.89
slew_headroom = 0.855
hold_viol_final = 0
whs_ns = 0.952
fmax_ghz = 0.528
worst_slew_pin_slew_ns = 0.216
drv_slew = 0
period_used_share = 1.35
worst_slack_ns = -0.495

[worst_setup_path]
cp_cell_sequence = buf_8 -> xnor3_2 -> xnor3_2 -> buf_6 -> xnor3_1 -> buf_2
arrival_ns = 1.61
critical_path_required_ns = 1.12
critical_path.slowest_cell = xnor3_2
path_max_fanout = 2
critical_path_class = in -> out
cpPeakStageDelay_ns = 0.39
start_kind = input pin
worstSetupEndpointType = output port
cp_common_cell = xnor3_2

[placement]
portBuffers = 32
place_area_um2 = 752
hpwl_um = 1100
gp_congestion = 0.791
dp_cells = 112

[finish]
drive_gt1_frac = 0.658
area_growth_pct = 142
stdcell_count = 119
seq_area_um2 = 0
nFlopsAndLatches = 0
fill_cells = 365
num-clock-buffers = 0
finalInstanceArea_um2 = 851
post-route-util = 0.249

[routing]
wl_um = 1340
diodes = 0
vias = 345
wl_per_cell_um = 11.3
firstDrtPassIters = 2
drtAntennaViolNets = 0
drt_iter0_drc = 4
avgViaCountPerCell = 2.90
drc_errors = 0

[run]
warnings = 35
max-cap-violations = 0

[worst_hold_path]
min_from = data_in[14]
hp-class = in -> out
min_to = p[2]
hold_depth = 4

[synthesis]
synth_cell_type_count = 5
yosys_warnings = 0
yosys.stat.seqShare = 0
yosys_area_um2 = 352
netlist_area_um2 = 352
yosys_cells = 32
synth_area_per_cell_um2 = 11.0
synth_cells = 32

[clock_network]
cts.hold.buffers_added = 0

[outcome]
violations = setup timing
status = complete, but fails checks

[floorplanning]
die_h_um = 80
fp_util = 0.103
die_area_um2 = 6400
fp.coreArea_um2 = 3420
fp-row-count = 21
io_pins = 32
die_w_um = 80
-- how the worst max path moves through the flow --
stage / start / end / slack, ns / depth (start not counted)
final: data_in[13] / parity / -0.49 / 6
after CTS: data_in[15] / parity / -0.65 / 6
after global routing: data_in[13] / parity / -0.54 / 6
-- metrics by stage --
step | setup TNS, ns | setup slack (ns) | total power, µW
floorplan | -0.0304 | -0.0304 | 188
global placement | -7.26 | -1.05 | 472
detailed placement | -7.21 | -1.04 | 470
CTS | -1.74 | -0.645 | 502
global route | -1.53 | -0.536 | 558
finish | -1.31 | -0.495 | 512
-- Yosys cell counts --
master   instances  share of area
xnor3_2          2           0.14
xnor2_1         10           0.25
xnor3_1          4           0.26
buf_4           11           0.23
xor2_1           5           0.12
-- layout by cell type, fill, tap and decap left out --
cell type and count:
buf_2 9, xor2_2 2, buf_4 13, xor2_1 3, xnor3_2 2, clkdlybuf4s50_1 12, xnor3_1 4, clkdlybuf4s15_1 1
buf_8 4, dlygate4sd2_1 1, clkbuf_2 2, xnor2_2 6, xnor2_1 4, buf_6 10
-- per-layer routing --
metal,vias to the layer above,track usage,part of all wire
met5,-,0,0
met4,0,0,0
met3,0,0.0182,0.13
met2,18,0.0690,0.50
met1,154,0.0466,0.37
li1,173,-,-
-- power by group through the flow --
stage	Sequential, µW	Clock (µW)	Combinational, µW
6_report	0	0	512
5_1_grt	0	0	558
4_1_cts	0	0	502
-- cells by family (layout without fill, tap and decap cells) --
kind of cell           count (synthesis)  after routing  share of synthesized area
buffers and inverters                 11             52                      0.235
XOR/XNOR                              21             21                      0.765
-- layout make-up --
type / instances / area [µm²] / share of cell area
multi-input cells: 21 / 329 / 0.387
well taps: 46 / 57.6 / 0.0676
repair buffers: 52 / 464 / 0.546
-- critical path, delay by kind of cell --
family,cells,cell delay (ns)
XOR/XNOR,3,0.98
buffers and inverters,3,0.35
-- what timing repair did --
item	in CTS	in global routing
gates resized	79	19
setup endpoints to repair	16	7
buffers inserted	7	2
pin swaps	16	16
hold endpoints to repair	0	0
Power is estimated from default activity; no workload was simulated.
