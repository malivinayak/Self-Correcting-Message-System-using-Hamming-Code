==> /design/flow/design.v <==
module vinayak_hamming_ecoder(
    input [10:0] data_in,
    output [10:0] data_out,
    output p0, output p1, output p2, output p3, output p4
    );
    wire p_0,p_1,p_2,p_3,p_4;
    assign p_1 = data_in[0] ^ data_in[1] ^ data_in[3] ^ data_in[4] ^ data_in[6] ^ data_in[8] ^ data_in[10];
    assign p_2 = data_in[0] ^ data_in[2] ^ data_in[3] ^ data_in[5] ^ data_in[6] ^ data_in[9] ^ data_in[10];
    assign p_3 = data_in[1] ^ data_in[2] ^ data_in[3] ^ data_in[7] ^ data_in[8] ^ data_in[9] ^ data_in[10];
    assign p_4 = data_in[4] ^ data_in[5] ^ data_in[6] ^ data_in[7] ^ data_in[8] ^ data_in[9] ^ data_in[10];
    assign p_0 = data_in[0] ^ data_in[1] ^ data_in[2] ^ data_in[3] ^ data_in[4] ^ data_in[5] ^ data_in[6] ^ data_in[7] ^ data_in[8] ^ data_in[9] ^ data_in[10] ^ p_1 ^ p_2 ^ p_3 ^ p_4 ;
    assign data_out = {data_in};
    assign p0 = p_0;
    assign p1 = p_1;
    assign p2 = p_2;
    assign p3 = p_3;
    assign p4 = p_4;
endmodule
==> /design/flow/run.sh <==
#!/bin/bash
# OpenROAD 26Q1-2900-gdf79404cd8, Yosys 0.63+post, stock flow scripts
make -C /OpenROAD-flow-scripts/flow DESIGN_CONFIG=/design/flow/config.mk WORK_HOME=/design/flow/orfs finish
==> /design/flow/config.mk <==
export PLATFORM = sky130hd
export DESIGN_NAME = vinayak_hamming_ecoder
export DESIGN_NICKNAME = vinayak_hamming_ecoder
export VERILOG_FILES = /design/flow/design.v
export SDC_FILE = /design/flow/constraint.sdc
export NUM_CORES = 4
export LEC_CHECK = 1
export CORE_AREA = 10 10 70 70
export DIE_AREA = 0 0 80 80
==> /design/flow/constraint.sdc <==
current_design vinayak_hamming_ecoder

set clk_period 4.0
set clk_io_pct 0.2

create_clock -name clk0 -period $clk_period

set non_clock_inputs [all_inputs -no_clocks]
set_input_delay [expr $clk_period * $clk_io_pct] -clock clk0 $non_clock_inputs
set_output_delay [expr $clk_period * $clk_io_pct] -clock clk0 [all_outputs]
==> results.txt <==
yosys + openroad results -> RSZ-0062 raised after global routing=no, element type at the critical path end=output port, total cells reported by yosys after synthesis=30, # DRC=0, met3 wire length=134 microns, final count of pins violating max slew=0, wire length of the first global-routing pass=~1.4 mm, Fmax=279 MHz, total routing usage reported by global routing=0.0273, worst setup path category=in -> out, final core utilization=0.155, core area=around 3400 sq um, library cell occupying the most area in the post-synthesis netlist=sky130_fd_sc_hd__xnor2_1, cells resized by post-CTS repair=0, post-route setup TNS=0 ns, vias in the first global route=around 240, number of top-level design ports=27, number of clock buffers in the layout=0, number of violations reported at the end of detailed-routing iteration 0=4, DP Cell Count=92, largest fanout on the critical path=3, library cell contributing the largest single delay on the critical path=sky130_fd_sc_hd__clkdlybuf4s50_1, wire length on met2=around 400 microns, vias after detailed routing=between 200 and 250, largest net degree at the start of global routing=4, arrival time reported for the critical path endpoint=2.78 ns, cells after synthesis=30, headroom to the max-slew limit=0.825, outcome=completed, static leakage power=0.186 nW, input/output buffers=27, Chip Width=~80 microns, DRT met1 WL=349 microns, worst setup slack before clock tree synthesis=roughly 0.41 ns, die height=80 microns, worst min-delay path startpoint=data_in[1], filler-free cell count of the finished design=92, antenna cells=0, tool warnings=32, residual overflow from global routing=0, largest voltage drop on the vdd net=~0.041 mV, portion of the post-synthesis area used by sequential elements=0, Power per Cell Area=204 nW/um^2, worst slew pin tran=0.261 ns, initial antenna violation count=0, Worst Slack Setup Final=0.417 ns, Max-area cell share=0.368, setup-violating endpoint count in the final report=0, remaining number of nets flagged by the antenna check after routing=0, std cell rows=21, Routed Wire Length=893 microns, share of the clock period used by the worst path=0.896, Largest cells by area=sky130_fd_sc_hd__xnor2_1 (37%), sky130_fd_sc_hd__buf_4 (29%), sky130_fd_sc_hd__xor2_1 (12%), quantity of hold-fixing buffers added after cts=0, number of cells on the worst hold path=2, final instance area=531 sq um, min-delay worst type=in -> out, most frequently placed logic cell in the final layout=sky130_fd_sc_hd__clkdlybuf4s50_1, Worst Hold Endpoint=data_out[1], worst hold slack across all endpoints=2.47 ns, critical path's most frequent cell=sky130_fd_sc_hd__clkdlybuf4s50_1, average wire per cell in the routed design=9.71 microns, Crit path required time=around 3.2 ns, GP Congestion=0.712, area figure in the yosys stat output=285 sq um, Power, Total=0.108 mW, Critical Path Start Type=input pin, Core Density at Floorplan=0.0835, number of hold-slack violations in the final timing report=0, ordered list of cells on the worst path=clkdlybuf4s50_1, xnor3_2, xnor2_2, xnor3_1, clkdlybuf4s50_1, number of setup buffers added after CTS=0, Top Metal Used=met3, final critical path time including I/O delays and setup=3.58 ns, Layout Area Growth over Synthesis=86.0%, fraction of layout cells with a size suffix above 1=0.0435, Netlist cell types=6, iteration count of the initial detailed-routing pass=2, netlist area before placement=285 sq um, number of sequential cells=0, Cell Area, Placed=531 sq um, Top Layout Cells=sky130_fd_sc_hd__clkdlybuf4s50_1 (27), sky130_fd_sc_hd__xnor2_1 (12), sky130_fd_sc_hd__xor2_1 (4), Max Cap Violations=0, via density per instance=roughly 2.5, max incr delay on CP=0.52 ns, Mapped Avg Cell Area=9.51 sq um, chip footprint=6400 sq um, Yosys warnings=0, register area=0 sq um
-- area by class of cell --
cell class / instances / area [sq um]
Fill cell: 394 / 2890
Tap cell: 46 / 57.6
Multi-Input combinational cell: 19 / 203
Timing Repair Buffer: 27 / 270
-- layer usage --
layer  up-vias  GRT usage
li1        117          -
met1        97     0.0332
met2        13     0.0449
met3         0     0.0136
met4         0          0
met5         -          0
-- power by group --
part	switching (mW)	leakage (nW)	total (mW)	internal (mW)
clock network	0	0	0	0
registers	0	0	0	0
logic	0.0295	0.186	0.108	0.0786
total	0.0295	0.186	0.108	0.0786
-- worst max-delay path by stage --
stage	from	end	slack, ns	depth (start not counted)
CTS	data_in[10]	p0	0.39	5
global route	data_in[10]	p0	0.31	5
finish	data_in[10]	p0	0.42	5
-- logic make-up (layout without fill, tap and decap cells) --
family	Yosys count	in the layout	share of synthesized area
XOR/XNOR	19	19	0.711
buffers and inverters	11	27	0.289
-- cells in the mapped netlist --
| master | count |
|---|---|
| sky130_fd_sc_hd__xnor2_1 | 12 |
| sky130_fd_sc_hd__buf_4 | 11 |
| sky130_fd_sc_hd__xor2_1 | 4 |
| sky130_fd_sc_hd__xnor2_2 | 1 |
| sky130_fd_sc_hd__xnor3_1 | 1 |
| sky130_fd_sc_hd__xnor3_2 | 1 |
-- critical path: cells and delay by family --
| family | cells | cell delay, ns |
|---|---|---|
| buf+inv | 2 | 0.97 |
| xor+xnor | 3 | 1.01 |
No activity file was given, so power comes from the tool's default toggle rates.
