==> flow/run.sh <==
#!/bin/bash
# OpenROAD 26Q1-2900-gdf79404cd8, Yosys 0.63+post, stock flow scripts
make -C /OpenROAD-flow-scripts/flow DESIGN_CONFIG=/design/flow/config.mk WORK_HOME=/design/flow/orfs finish
==> flow/config.mk <==
export PLATFORM = sky130hd
export DESIGN_NAME = vinayak_demux
export DESIGN_NICKNAME = vinayak_demux
export VERILOG_FILES = /design/flow/design.v
export SDC_FILE = /design/flow/constraint.sdc
export NUM_CORES = 4
export LEC_CHECK = 1
export CORE_AREA = 10 10 70 70
export DIE_AREA = 0 0 80 80
==> flow/constraint.sdc <==
current_design vinayak_demux

set clk_period 1.3
set clk_io_pct 0.2

create_clock -name clk0 -period $clk_period

set non_clock_inputs [all_inputs -no_clocks]
set_input_delay [expr $clk_period * $clk_io_pct] -clock clk0 $non_clock_inputs
set_output_delay [expr $clk_period * $clk_io_pct] -clock clk0 [all_outputs]
==> flow/design.v <==
module vinayak_demux (output reg [15:0] Y, input din, input [3:0] A);
always @(Y, A) begin
    case (A)
        4'b0000 : begin Y[0] = din; Y[15:1] = 0; end
        4'b0001 : begin Y[1] = din; Y[0] = 0;  Y[15:2] = 0; end
        4'b0010 : begin Y[2] = din; Y[1:0] = 0;  Y[15:3] = 0; end
        4'b0011 : begin Y[3] = din; Y[2:0] = 0;  Y[15:4] = 0; end
        4'b0100 : begin Y[4] = din; Y[3:0] = 0;  Y[15:5] = 0; end
        4'b0101 : begin Y[5] = din; Y[4:0] = 0;  Y[15:6] = 0; end
        4'b0110 : begin Y[6] = din; Y[5:0] = 0;  Y[15:7] = 0; end
        4'b0111 : begin Y[7] = din; Y[6:0] = 0;  Y[15:8] = 0; end
        4'b1000 : begin Y[8] = din; Y[7:0] = 0;  Y[15:9] = 0; end
        4'b1001 : begin Y[9] = din; Y[8:0] = 0;  Y[15:10] = 0; end
        4'b1010 : begin Y[10] = din; Y[9:0] = 0;  Y[15:11] = 0; end
        4'b1011 : begin Y[11] = din; Y[10:0] = 0;  Y[15:12] = 0; end
        4'b1100 : begin Y[12] = din; Y[11:0] = 0;  Y[15:13] = 0; end
        4'b1101 : begin Y[13] = din; Y[12:0] = 0;  Y[15:14] = 0; end
        4'b1110 : begin Y[14] = din; Y[13:0] = 0;  Y[15] = 0; end
        4'b1111 : begin Y[15] = din; Y[14:0] = 0;  end
    endcase   
end
endmodule
==> results.txt <==
Flow results are below.

- The flow ran to the end, but the final reports show violations.
- The checks that failed: setup timing.
- The die footprint is 6400 µm², for reference.
- The cell total after placement is 93, for reference.
- The final max-slew violation count recorded for this run is 0.
- For this design, Yosys synthesis ends with a cell count of 23.
- The capturing element of the worst setup path is Y[0], for reference.
- Subtracting the final worst setup slack from the clock period gives 1.374 ns.
- The post-route antenna net violation count is 0, for reference.
- Setup slack on the critical path of the routed design comes to -0.07435 ns.
- The standard cell core area is 3416 µm², for reference.
- The final routed DRC violation total is 0, for reference.
- The count of flip-flops and latches is 0, for reference.
- According to the I/O placement log, the pin count is 21.
- The total routing usage reported by global routing is 0.02632, for reference.
- The post-synthesis chip area from yosys is 117.6 µm², for reference.
- The worst setup path is launched from a primary input.
- For this sky-water flow run, the detailed-routed wirelength per cell is reported as 9.388 µm.
- By area the synthesized netlist is led by nor2_1, nor3_1, nand3b_1.
- Final hold analysis gives a worst-case slack of 0.8731 ns.
- The highest clock rate is 727.6 MHz, for reference.
- The post-route fraction of the period consumed by the critical path is 1.057, for reference.
- Per the post-synthesis stats, the area per cell is 5.114 µm².
- The gate count after technology mapping is 23, for reference.
- Across the whole layout, storage elements account for 0 µm².
- Between the synthesized netlist and the finished layout, the area growth was recorded as 328.7%.
- Counting both buffers and inverters, the worst setup path holds a total of 3.
- For reference, the final report shows the hold violation count at 0.
- The highest supply drop recorded on VDD is 0.03390 mV.
- The row count is 21, for reference.
- The first global-routing pass estimated 1.366 mm of wire.
- Sorting the Yosys area breakdown by cell type puts at the top nor2_1.
- The part of the Yosys area used for sequential elements is 0, for reference.
- The data required time of the worst path is 1.04 ns, for reference.
- The cell area after layout is 504.2 µm², for reference.
- The via count is 291, for reference.
- For this run, the detailed router reports a per-instance via density of 2.825.
- The proportion of layout cells with a drive suffix above 1 is 0.6842, for reference.
- The class of the most critical hold timing path is in -> out, for reference.
- The summed negative setup slack over all endpoints is -0.1026 ns, for reference.
- The number of I/O port buffers is 21, for reference.
- The number of buffers inserted for hold repair after clock tree synthesis is 0, for reference.
- The worst setup path is captured at a primary output.
- The synthesis report lists the Yosys warning total as 1.
- Walking the critical path from launch to capture passes 5 cell instances.
- The worst-path cell with the longest stage delay is or3b_4, for reference.
- The mapped netlist covers 117.6 µm².
- The floorplan die height is 80 µm, for reference.
- For this block, the initial DRC count from the detailed router was 7.
- The path type of the worst setup path is in -> out, for reference.
- The distinct cell type count of the synthesized netlist is 8, for reference.
- Power spread over the standard cell area amounts to 189.5 nW/µm².
- The initial antenna violation count is 0.
- Once layout is complete, the cells apart from fillers number 103.
- The critical path arrival is 1.11 ns, for reference.
- Setup repair after global routing could not meet its margin everywhere.
- The first detailed-routing pass ran for 2 iterations.
- The antenna diode count is 0, for reference.
- The global-route congestion overflow total is 0, for reference.
- The width of the die is 80 µm, for reference.
- The final wirelength is 967 µm, for reference.
- The cell area after placement is 407.9 µm², for reference.
- Entering global routing, the biggest net connects 8 pins.
- The family with the most delay on the worst path is simple AND/OR/NAND/NOR gates, for reference.
- The layout clock buffer count is 0, for reference.
- The number of maximum-capacitance violations recorded for the run is 0.
- The area share of the largest cell type after synthesis is 0.3830, for reference.
- The placement summary gives the final routability congestion estimate as 0.7725.
- The worst slew margin relative to its limit is 0.8788, for reference.
- The layout filler cell count is 398, for reference.
- The cell sequence reported for the critical path is buf_8, or3b_4, buf_6, nor3_2, buf_2.
- The effective utilization at floorplan is 0.03443, for reference.
- The number of global-route vias before repair is 282, for reference.
- For this run the detailed placement stage logged an HPWL of 765.2 µm.
- For this design the static power due to leakage is 0.0002611 µW.
- The transition time recorded at the tightest slew-check pin is 0.1812 ns.
- On the worst path, the slowest cell contributes a delay of 0.42 ns.
- The number of warnings reported in the stage logs is 34.
- The beginning of the critical path is A[0], for reference.
- The number of endpoints failing setup at the final stage is 2, for reference.
- The largest fanout on the critical path is 4, for reference.
[worst min-delay path by stage]
| stage | startpoint | to | slack (ns) | depth (start not counted) |
|---|---|---|---|---|
| 4_1_cts | A[2] | Y[2] | 0.88 | 3 |
| 5_1_grt | A[2] | Y[2] | 0.90 | 3 |
| 6_report | A[2] | Y[2] | 0.87 | 3 |
[layout by cell type (no fill, tap or decap)]
| master | n |
|---|---|
| buf_2 | 10 |
| nor2_1 | 8 |
| buf_4 | 8 |
| buf_6 | 7 |
| dlygate4sd2_1 | 6 |
| nor2_2 | 3 |
| nor3_2 | 3 |
| nand3b_1 | 2 |
| nand2b_4 | 2 |
| nand2_2 | 1 |
| nand3_4 | 1 |
| nor3_1 | 1 |
| or3b_4 | 1 |
| nor2_4 | 1 |
| buf_8 | 1 |
| dlymetal6s2s_1 | 1 |
| clkbuf_2 | 1 |
[cells in the mapped netlist]
cell type and number:
nor3_1 3, nor2_1 12, nand3b_1 2, or3b_4 1, nand2b_1 2, nand3_1 1, nand2_1 1, nor3_2 1
[where the power goes]
part	switching [µW]	internal (µW)	leakage (µW)
combinational	39.4	56.1	0.000261
sequential	0	0	0
clock	0	0	0
total	39.4	56.1	0.000261
[logic make-up (layout without fill, tap and decap cells)]
kind of cell  count (synthesis)  count (layout)  share of synthesized area
buf+inv                       0              34                          0
simple gates                 23              23                     0.9998
[timing repair]
| item | in CTS | in global routing |
|---|---|---|
| pin swaps | 10 | 5 |
| resized | 71 | 9 |
| hold endpoints to repair | 0 | 0 |
| buffers inserted | 7 | 3 |
| setup endpoints to repair | 16 | 9 |
[final cells by class]
cell class                 count  area [µm²]  share of cell area
timing repair buffer          34       274.0              0.5434
tap                           46       57.56              0.1141
multi-input combinational     23       172.7              0.3424
[metal layers]
metal | share of wire | up-vias | track usage
li1 | - | 147 | -
met4 | 0 | 0 | 0
met1 | 0.38 | 131 | 0.02769
met3 | 0.12 | 0 | 0.007955
met2 | 0.50 | 13 | 0.05217
met5 | 0 | - | 0
[through the flow]
step	power (µW)	setup slack [ns]	util
finish	95.54	-0.07435	0.1476
global route	104.0	-0.1039	0.1476
CTS	85.63	-0.1656	0.1374
detailed placement	65.35	-0.7246	0.1194
global placement	64.22	-0.7148	0.1194
floorplan	16.20	0.3145	-
No activity file was given, so power comes from the tool's default toggle rates.
